==> design/flow/design.v <==
module pack_adc(
	input						rst_n,
	input						clk,
	input		[9:0]			i_adc_data,
	input						i_adc_vld,
	output		[31:0]			o_out_data,
	output						o_out_vld
);
	reg			[1:0]			adc_cnt;
	reg			[31:0]			out_data;
	reg			[0:0]			out_vld;
	always @ (posedge clk or negedge rst_n)
		if(~rst_n) begin
			adc_cnt <= 2'd0;
			out_vld <= 1'b0;
		end
		else begin
			out_vld <= 1'b0;
			out_data <= {out_data[22:0], i_adc_data};
			if(i_adc_vld) begin
				if(adc_cnt == 2'd2) begin
					adc_cnt <= 2'd0;
					out_vld <= 1'b1;
				end
				else
					adc_cnt <= adc_cnt + 1'd1;
			end
		end
	assign o_out_data = out_data;
	assign o_out_vld = out_vld;
endmodule
==> design/flow/run.sh <==
#!/bin/bash
# OpenROAD 26Q1-2900-gdf79404cd8, Yosys 0.63+post, stock flow scripts
make -C /OpenROAD-flow-scripts/flow DESIGN_CONFIG=/design/flow/config.mk WORK_HOME=/design/flow/orfs finish
==> design/flow/config.mk <==
export PLATFORM = sky130hd
export DESIGN_NAME = pack_adc
export DESIGN_NICKNAME = pack_adc
export VERILOG_FILES = /design/flow/design.v
export SDC_FILE = /design/flow/constraint.sdc
export NUM_CORES = 4
export LEC_CHECK = 1
export CORE_AREA = 10 10 100 100
export DIE_AREA = 0 0 110 110
==> design/flow/constraint.sdc <==
current_design pack_adc

set clk_period 1.4
set clk_io_pct 0.2

create_clock -name clk0 -period $clk_period [get_ports {clk}]

set non_clock_inputs [all_inputs -no_clocks]
set_input_delay [expr $clk_period * $clk_io_pct] -clock clk0 $non_clock_inputs
set_output_delay [expr $clk_period * $clk_io_pct] -clock clk0 [all_outputs]
==> run summary <==
The synthesis and place-and-route flow finished, so here is a summary.

The flow ran to the end, and the final reports show no timing, DRC or antenna violations. The number of warnings reported in the stage logs is 25. The static power due to leakage came out at approximately 0.80 nW. The final critical-path required period is approximately 1.4 ns. In this run, synthesis produced a sequential element count of 35.

The beginning of the worst register-to-register path is adc_cnt[0]. The number of max-capacitance violations reported came out at 0. The wire length of the first global-routing pass came out at approximately 3500 um. In the final routing, the length of wire on met1 measures around 1000 um. The critical path is of the register to primary output type. The number of remaining DRC errors came out at 0. The final instance count without filler cells came out at roughly 200. The overall die size recorded for this design is around 12000 sq um. Looking at the reg2reg group, the worst path ends at adc_cnt[0].

The share of layout cells above drive strength 1 is around 14%. STA classifies the critical path startpoint as a register. The pre-placement core utilization is 13.8%.

The ratio of total power to cell area is between 1000 and 1500 nW/um^2. TritonCTS built the clock tree. The startpoint of the most critical setup path is out_data[10]. Per the timing report, the achievable frequency comes out to between 700 and 800 MHz. The number of clock sinks is 35. The worst vdd rail ir drop is between 0.0003 and 0.0004 V. The placed instance area is roughly 1700 sq um.

STA classifies the critical path endpoint as a primary output. The number of antenna-violating nets in the routed design came out at 0. The total placed cells including tap cells came out at roughly 190. The total congestion overflow after global routing came out at 0. Dividing the detail-routed via count by the number of cells gives 2.80. The cell count after synthesis came out at 40.

The hold slack came out at 0.383 ns. The cell area after technology mapping came out at around 1100 sq um. Across all checked pins, the minimum headroom to the slew limit is 87.5%. In this run the register-to-register setup slack is approximately 0.60 ns.

The clock-pin slew on the worst setup and hold paths came out at about 0.060 ns. The unique cell type count in the Yosys netlist came out at 7. Summing internal, switching and leakage power gives between 2 and 2.5 mW. At the placement stage, the worst setup path has a slack of between 0.06 and 0.07 ns. The first-pass iteration count of the detailed router is 2. The number of warnings issued by yosys is 1. The final design utilization is a little under a quarter. The placement report lists the number of port buffers as 45. The number of placed I/O pins came out at 46. Broken down by cell family, the worst path's largest delay share belongs to buffers and inverters. The chip height is roughly 110 um. All stages included, the depth of the critical timing path comes to 1. The mean cell area of the mapped netlist came out at 27.0 sq um. Total global-route track usage over all layers is 3.93%. The worst reg-to-reg path cell count came out at 2. The core region is just under 8000 sq um.

The slew at the pin closest to its max-slew limit is ~0.19 ns. The post-route cell area is about 1800 sq um. The number of fillers in the final layout came out at 816. In this run the core area contains 32 standard-cell rows. The largest clock skew in the final design came out at ~0.0020 ns.

Clock tree synthesis inserted a total of 5 buffers. The peak per-stage delay on the critical path is ~0.47 ns. The pin count of the biggest net entering global routing is 36. CTS placed an instance of sky130_fd_sc_hd__clkbuf_8 at the clock tree root.

The final antenna diode tally reported by the flow is 0. Detailed routing placed a total of approximately 1200 um of wire on met2. The average routed wire per standard cell came out at 12.4 um. The worst path required time came out at around 1.1 ns. The total of endpoints with negative setup slack in the final report came out at 0. Wire segments on met3 add up to roughly 270 um in the final route. The clock H-tree reported by CTS has 2 levels. The path class of the lowest-slack min-delay path is input port to asynchronous set/reset pin. The clock passes through at most 2 buffers. Per the Yosys statistics, synthesis produced roughly 40 cells.

The report lists the cells along the critical path as clkdlybuf4s50_1. After clock tree synthesis, the flow added hold-fix buffers numbering 0. The final-layout setup total negative slack is 0 ns. The maximum fanout encountered on the critical timing path is 2. The wire length after detailed routing came out at about 2500 um. The number of antenna violations at the first check in global routing is 0.

The DRC marker count from the first detailed-route iteration came out at 20. Detailed routing inserted a total of 565 vias. The final count of hold timing violations is 0. The synthesized netlist has a Yosys-reported chip area of between 1000 and 1500 sq um. The worst setup margin is between 0.04 and 0.05 ns. The end point of the critical path is o_out_data[10]. The count of final max-slew check failures is 0. The data arrival time of the critical path came out at about 1.1 ns. The post-synthesis to final-layout area growth came out at 69.0%. Per the detail_route log, the uppermost layer with routed signals is met4.

The die is between 100 and 150 um wide. Setup repair after global routing left no endpoint under its margin. Among all stages on the critical path, the largest delay is contributed by sky130_fd_sc_hd__clkdlybuf4s50_1.

The insertion delay to the later sink of the worst-skew pair came out at 0.27 ns. Per the post-run analysis, buffers plus inverters along the critical path come to 1. The global placement routability congestion came out at about 0.67. The fraction of the yosys area taken by sequential cells came out at 96.1%. The final clock period utilization by the worst path came out at between 90% and 100%.

The number of global-route vias before repair is ~600.
## sequential cells by signal (all words and copies together) (netlist names)
name,flops
adc_cnt,2
out_vld,1
out_data,32
## power by group
| part | leakage (nW) | switching [mW] | total (mW) | internal [mW] |
|---|---|---|---|---|
| combinational | 0.411 | 0.0565 | 0.219 | 0.163 |
| clock | 0.0395 | 0.306 | 0.659 | 0.352 |
| sequential | 0.352 | 0.0516 | 1.30 | 1.25 |
| total | 0.802 | 0.415 | 2.18 | 1.77 |
## cells by family (layout without fill, tap and decap cells)
kind of cell | count (synthesis) | after routing | share of synthesized area (%)
buffers and inverters | 0 | 60 | 0
and+or+nand+nor | 3 | 3 | 1.62
DFF | 35 | 35 | 96.1
muxes | 2 | 2 | 2.32
## per-layer routing
layer | vias to the layer above | track usage, %
met3 | 5 | 2.64
met5 | - | 0
li1 | 272 | -
met4 | 0 | 0.651
met2 | 25 | 6.05
met1 | 263 | 4.55
## layout make-up
type,count,area [sq um],area share [%]
multi-input cells,5,42.5,2.33
clock buffers,8,80.1,4.39
well taps,102,128,7.00
repair buffers,52,537,29.4
flip-flops and latches,35,1040,56.8
## what timing repair did
| item | 4_1_cts | 5_1_grt |
|---|---|---|
| gates resized | 15 | 16 |
| setup endpoints to repair | 15 | 17 |
| setup buffers | 3 | 3 |
| pin swaps | 0 | 0 |
## synth_stat cells, drive strengths merged
cell type,count,area (sq um)
edfxtp,32,961
nand2,1,3.75
mux2,1,15.0
dfrtp,3,75.1
mux2i,1,10.0
and3b,1,10.0
nor2,1,3.75
## cells in the final DEF, fill, tap and decap left out
cell type	Yosys	routed
sky130_fd_sc_hd__and3b_2	1	1
sky130_fd_sc_hd__buf_12	0	1
sky130_fd_sc_hd__buf_4	0	6
sky130_fd_sc_hd__clkbuf_1	0	3
sky130_fd_sc_hd__clkbuf_8	0	5
sky130_fd_sc_hd__clkdlybuf4s50_1	0	14
sky130_fd_sc_hd__dfrtp_1	3	3
sky130_fd_sc_hd__dlygate4sd2_1	0	15
sky130_fd_sc_hd__dlymetal6s2s_1	0	16
sky130_fd_sc_hd__edfxtp_1	32	32
sky130_fd_sc_hd__mux2_4	1	1
sky130_fd_sc_hd__mux2i_1	1	1
sky130_fd_sc_hd__nand2_1	1	1
sky130_fd_sc_hd__nor2_1	1	1
## worst min-delay path by stage
stage | end | slack, ns
after CTS | adc_cnt[1] | 0.37
after global routing | adc_cnt[1] | 0.39
final | adc_cnt[0] | 0.38
Power figures rest on the tool's default switching activity, not on a simulated workload.
