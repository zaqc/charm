==> flow/design.v <==
module cmd_pack(
	input						rst_n,
	input						clk,
	input		[31:0]			i_in_data,
	input						i_in_vld,
	output						o_in_rdy,
	output						o_fs,
	output						o_d
);
	reg			[2:0]			state;
	wire						rdy;
	assign rdy = ~|{state};
	reg			[31:0]			data;
	wire						tx_vld;
	assign tx_vld = state[2];
	wire						tx_rdy;
	always @ (posedge clk or negedge rst_n)
		if(~rst_n)
			state <= 3'd0;
		else
			if(rdy) begin
				if(i_in_vld) begin
					data <= i_in_data;
					state <= 3'b100;
				end
			end
			else begin
				if(tx_rdy)
					if(~&{state[1:0]})
						state[1:0] <= state[1:0] + 1'd1;
					else
						state <= 3'd0;
			end
	wire		[15:0]			tx_data;
	assign tx_data = 
		state == 3'b100 ? 16'h55FF :
		state == 3'b101 ? data[31:16] :
		state == 3'b110 ? data[15:0] :
		state == 3'b111 ? 16'hFFAA : 16'hXXXX;
	tsmt tsmt_u0(
		.rst_n(rst_n),
		.clk(clk),
		.i_tx_data(tx_data),
		.i_tx_vld(tx_vld),
		.o_tx_rdy(tx_rdy),
		.o_fs(o_fs),
		.o_d(o_d)
	);
	assign o_in_rdy = rdy;
endmodule
module tsmt(
	input						rst_n,
	input						clk,
	input		[15:0]			i_tx_data,
	input						i_tx_vld,
	output						o_tx_rdy,
	output						o_fs,
	output						o_d,
	output						o_clk
);
	reg			[3:0]			bit_cntr;
	reg			[15:0]			shift_data;
	reg			[0:0]			send_dummy_bit;
	reg			[0:0]			clk_out;
	reg			[0:0]			tx_clk;
	always @ (posedge clk or negedge rst_n)
		if(~rst_n)
			tx_clk <= 1'b0;
		else
			if(clk_out)
				tx_clk <= ~tx_clk;
			else
				tx_clk <= 1'b0;
	reg			[15:0]			latch_data;
	reg			[0:0]			data_latched;
	reg			[0:0]			data_loaded;
	always @ (posedge clk or negedge rst_n)
		if(~rst_n) 
			data_latched <= 1'b0;
		else
			if(~data_latched) begin
				if(i_tx_vld) begin
					data_latched <= 1'b1;
					latch_data <= i_tx_data;
				end
			end
			else
				if(data_loaded)
					data_latched <= 1'b0;
	reg			[0:0]			fs;
	reg			[15:0]			next_data;
	always @ (posedge clk or negedge rst_n)
		if(~rst_n) begin
			bit_cntr <= 4'h0;
			send_dummy_bit <= 1'b1;
			clk_out <= 1'b0;
			fs <= 1'b0;
			data_loaded <= 1'b0;
		end
		else begin
			data_loaded <= 1'b0;
			if(~clk_out) begin
				if(data_latched) begin
					bit_cntr <= 4'd0;
					shift_data <= latch_data;
					clk_out <= 1'b1;
					data_loaded <= 1'b1;
				end
			end
			else
				if(~tx_clk) begin
					fs <= 1'b0;
					if(send_dummy_bit) begin
						if(~fs)
							fs <= 1'b1;
						else
							send_dummy_bit <= 1'b0;
					end
					else begin
						shift_data <= {shift_data[14:0], 1'b0};
						if(~&{bit_cntr}) begin
							bit_cntr <= bit_cntr + 1'd1;
							if(bit_cntr == 4'd14)
								if(data_latched) begin
									fs <= 1'b1;
									next_data <= latch_data;
									data_loaded <= 1'b1;
								end
								else begin
									send_dummy_bit <= 1'b1;
									clk_out <= 1'b0;
								end
						end
						else
							if(fs) begin
								bit_cntr <= 4'd0;
								shift_data <= next_data;
							end 
					end
				end
		end
	assign o_d = shift_data[15];
	assign o_fs = fs;
	assign o_tx_rdy = ~data_latched;
	assign o_clk = tx_clk;  
endmodule
==> flow/run.sh <==
#!/bin/bash
# OpenROAD 26Q1-2900-gdf79404cd8, Yosys 0.63+post, stock flow scripts
make -C /OpenROAD-flow-scripts/flow DESIGN_CONFIG=/design/flow/config.mk WORK_HOME=/design/flow/orfs finish
==> flow/config.mk <==
export PLATFORM = sky130hd
export DESIGN_NAME = cmd_pack
export DESIGN_NICKNAME = cmd_pack
export VERILOG_FILES = /design/flow/design.v
export SDC_FILE = /design/flow/constraint.sdc
export NUM_CORES = 4
export LEC_CHECK = 1
export CORE_UTILIZATION = 40
==> flow/constraint.sdc <==
current_design cmd_pack

set clk_period 4.5
set clk_io_pct 0.2

create_clock -name clk0 -period $clk_period [get_ports {clk}]

set non_clock_inputs [all_inputs -no_clocks]
set_input_delay [expr $clk_period * $clk_io_pct] -clock clk0 $non_clock_inputs
set_output_delay [expr $clk_period * $clk_io_pct] -clock clk0 [all_outputs]
==> run notes <==
The synthesis and PnR run went through. Post-route non-filler standard cell count landed at 435. Placement-stage cell area landed at 4300 µm². The first detailed-routing pass took 4 iterations. Looking at the reg2reg group, the worst path starts from tsmt_u0.bit_cntr[0]. Post-CTS repair changed the size of 0 cells. Required time of the critical path landed at 3.60 ns. Measured in cells, the most critical reg-to-reg path has a length of 4.

Once detail routing completed, the nets flagged for antenna violations numbered 0. Per the synthesis report, the dominant area consumer among library cells is sky130_fd_sc_hd__edfxtp_1. Count of hold buffers inserted by post-cts repair landed at 0. Number of flops mapped to enable cells by yosys landed at 80. Peak clock frequency supported by timing landed at 338 MHz.

Worst hold path cell count landed at 1. Per Yosys stat, the portion of area used by sequential elements is 0.714. Dividing the synthesized area by the synthesized cell count gives 14.5 µm². The initialized floorplan defines 35 standard-cell rows. The critical path contains buffers and inverters numbering 2 combined. For this design, the slowest cell found on the critical path is sky130_fd_sc_hd__clkdlybuf4s50_1. The flow ran to the end, and the final reports show no timing, DRC or antenna violations.

STA classifies the critical path startpoint as a register. After global routing the overflow that remains totals 0. Peak supply drop landed at 207 µV. Count of port buffers added during placement landed at 37. Number of global-route vias before repair landed at 2,002.

Count of synthesis-stage warnings from yosys landed at 2. Number of fillers in the final layout landed at 790. Summed over all routing layers, the global router reports a total usage of 0.132.

Remaining design rule violation count landed at 0. Adder-cell share of the synthesized area landed at 0.0196. The synthesis run identifies the leading combinational cell family as simple AND/OR/NAND/NOR gates. For reference, the most critical setup path is categorized as register to output pin. In this design, the largest share of critical-path delay is due to buffers and inverters. Antenna cell count landed at 0. Post-CTS setup buffer count landed at 0. Total instance count after detailed placement landed at 419. In the CTS report, the clock slew at the register clock pins of the worst setup and hold paths is listed as 0.09 ns. Warnings raised by the tools during the run amount to 29. Largest fanout of any net on the critical path landed at 12.

Synthesis-to-finish area growth landed at 17.8%. Per the skew report, the later register of the worst-skew pair sees a clock latency of 0.35 ns. Looking at the hold checks, the worst path lands on tsmt_u0.data_latched. Endpoints with negative setup slack in the final report add up to 0. Share of final-layout standard cells stronger than drive strength 1 landed at 0.0882. Post-synthesis simple-gate area fraction landed at 0.104. For reference, the top cells by count after synthesis are sky130_fd_sc_hd__edfxtp_1, sky130_fd_sc_hd__a21oi_1, sky130_fd_sc_hd__nor2_1. Setup slack on the worst flop-to-flop path landed at 2.25 ns.

The capture point of the worst register-to-register path is recorded as tsmt_u0.next_data[11]. According to the dpl log, the detail-placed design has an HPWL of 3680 µm. Total power divided by cell area landed at 450 nW/µm². Adding up every negative setup slack in the final design gives 0 ns. Measured along the y axis, the die boundary spans 99.8 µm. Cell area after synthesis landed at 3820 µm².

Final period utilization landed at 0.657. The path class of the tightest hold or removal check is register to register. In this run, the synthesized area fraction spent on xor and xnor cells is recorded as 0. TritonCTS built the clock tree. Cell count in the Yosys report landed at 263.

Total vias in the final route landed at 2,088. For the pin with the worst max-slew slack, the measured transition is 0.738 ns. In the Yosys stats the netlist draws on 42 distinct library cells. Critical path arrival landed at 2.06 ns.

Average vias per placed instance landed at 4.80. OpenSTA lists the critical path startpoint as state[0]. Clock period minus final worst setup slack landed at 2.96 ns. The commonest register cell is sky130_fd_sc_hd__edfxtp_1. Clock sink total landed at 93. Wires add up to 5600 µm. By area the synthesized netlist is led by sky130_fd_sc_hd__edfxtp_1, sky130_fd_sc_hd__dfrtp_1, sky130_fd_sc_hd__mux2i_1.

The final report gives the standard cell area, fillers excluded, as 4500 µm². Post-synth area from yosys stat landed at 3820 µm². Per the log, the first TritonRoute iteration ended with a DRC count of 105. The die covers 9950 µm². For reference, the final report shows the hold violation count at 0. Compound-gate portion of the synthesized area landed at 0.0920. Leakage power landed at 0.00164 µW.

Initial antenna violation count landed at 0. The clock tree synthesis step divided the H-tree into 3 levels. The synthesis stat section lists a flop and latch total of 93. The first global-routing pass estimated 9740 µm of wire. Counting along the longest clock path gives a buffer depth of 2. For reference, the critical path cell chain is inv_1, ha_1, nor2b_1, clkdlybuf4s50_1. Worst clock skew landed at 0.00748 ns. The run reported a max-capacitance violation count of 0. The root buffer cell chosen for the clock tree is sky130_fd_sc_hd__clkbuf_8.

Setup repair after global routing left no endpoint under its margin. The region available for standard cell placement spans 9240 µm². Yosys instantiated no cell more often than sky130_fd_sc_hd__edfxtp_1. Global placer's final weighted congestion landed at 0.806. From left edge to right edge, the die measures 99.8 µm. Setup slack of the critical path after layout landed at 1.54 ns. Per the TritonCTS log, the buffer count is 9. In the floorplan report the effective utilization is 0.414. The design draws 2020 µW. On the worst path, the slowest cell contributes a delay of 0.50 ns.

Per the hold report, the tightest min-delay path originates at tsmt_u0.data_loaded. Post-synthesis instance total landed at 263. Average routed wire per standard cell landed at 12.9 µm. Summing all multiplexer cells gives an area fraction of 0.0422. The share of synthesized area in the top cell type comes to 0.628. Across all checked pins, the minimum headroom to the slew limit is 0.508.

Worst setup slack after placement landed at 1.48 ns. Number of max-slew violations in the final report landed at 0. For this design the top-level I/O count stands at 38. Pin count of the biggest net entering global routing landed at 38.

STA classifies the critical path endpoint as an output pin. Share of flip-flops with an asynchronous set or reset after synthesis landed at 0.140.
==> cells in the final DEF (no fill, tap or decap), types with 2 or more instances in the layout <==
| cell type | synthesis | final |
|---|---|---|
| sky130_fd_sc_hd__nor3b_1 | 10 | 10 |
| sky130_fd_sc_hd__ha_1 | 6 | 6 |
| sky130_fd_sc_hd__clkinv_4 | 0 | 4 |
| sky130_fd_sc_hd__a221o_1 | 4 | 4 |
| sky130_fd_sc_hd__nor2_1 | 20 | 20 |
| sky130_fd_sc_hd__a31oi_1 | 3 | 3 |
| sky130_fd_sc_hd__o31ai_1 | 2 | 2 |
| sky130_fd_sc_hd__clkdlybuf4s50_1 | 0 | 37 |
| sky130_fd_sc_hd__edfxtp_1 | 80 | 80 |
| sky130_fd_sc_hd__inv_1 | 4 | 4 |
| sky130_fd_sc_hd__nand2_1 | 11 | 11 |
| sky130_fd_sc_hd__o21ai_1 | 13 | 13 |
| sky130_fd_sc_hd__and2_1 | 5 | 5 |
| sky130_fd_sc_hd__a21oi_1 | 23 | 23 |
| sky130_fd_sc_hd__nor2b_1 | 12 | 12 |
| sky130_fd_sc_hd__mux2i_1 | 15 | 15 |
| sky130_fd_sc_hd__buf_4 | 0 | 3 |
| sky130_fd_sc_hd__dfrtp_1 | 12 | 12 |
| sky130_fd_sc_hd__and3_1 | 3 | 3 |
| sky130_fd_sc_hd__o22ai_1 | 2 | 2 |
| sky130_fd_sc_hd__clkbuf_8 | 0 | 9 |
| sky130_fd_sc_hd__inv_2 | 5 | 5 |
==> state kept, by name (all words and copies together) (netlist names) <==
register	flops
state	3
tsmt_u0.shift_data	16
tsmt_u0.fs	1
tsmt_u0.tx_clk	1
tsmt_u0.send_dummy_bit	1
data	32
tsmt_u0.clk_out	1
tsmt_u0.data_loaded	1
tsmt_u0.latch_data	16
tsmt_u0.bit_cntr	4
tsmt_u0.next_data	16
tsmt_u0.data_latched	1
==> routing by layer <==
layer,share of wire,up-vias,global-route usage
met5,0,-,0
met4,0.023,0,0.0249
met3,0.050,11,0.0343
met2,0.42,51,0.178
met1,0.51,971,0.242
li1,-,1055,-
==> how the worst max path moves through the flow <==
stage | to | slack (ns) | cells after the start
CTS | o_in_rdy | 1.50 | 4
global route | o_in_rdy | 1.36 | 4
finish | o_in_rdy | 1.54 | 4
==> power by group <==
part / leakage [µW] / internal (µW) / switching (µW)
Clock: 0.0000970 / 259 / 285
Combinational: 0.000668 / 199 / 206
Sequential: 0.000873 / 1020 / 58.5
Total: 0.00164 / 1480 / 550
==> metrics by stage <==
stage	utilization	hold slack, ns
final	0.487	0.435
after CTS	0.487	0.430
after global routing	0.487	0.477
after detailed placement	0.466	0.412
after global placement	0.466	0.407
after floorplan	-	0.398
==> cell families (layout without fill, tap and decap cells) <==
| group | Yosys count | after routing |
|---|---|---|
| AOI/OAI and AO/OA | 57 | 57 |
| adders and majority gates | 6 | 6 |
| buffers and inverters | 22 | 65 |
| DFF | 93 | 93 |
| muxes | 16 | 16 |
| and+or+nand+nor | 69 | 69 |
==> layout make-up <==
class / instances / area [µm²] / share of cell area
clock buffers: 9 / 124 / 0.0275
repair buffers: 40 / 393 / 0.0873
inverters: 9 / 33.8 / 0.00750
clock inverters: 7 / 76.3 / 0.0170
multi-input cells: 148 / 985 / 0.219
flip-flops and latches: 93 / 2730 / 0.606
well taps: 129 / 161 / 0.0359
Power and IR drop assume default switching activity.
