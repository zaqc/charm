## design/flow/design.v

```verilog
module rcvr(
	input						rst_n,
	input						i_fs,
	input						i_clk,
	input						i_d,
	output		[15:0]			o_data,
	output						o_vld
);
	reg			[4:0]			bit_cntr;
	always @ (negedge i_clk or negedge rst_n)
		if(~rst_n) 
			bit_cntr <= 5'd0;
		else
			if(~bit_cntr[4])
				bit_cntr <=  bit_cntr + 1'd1;
			else
				if(i_fs)
					bit_cntr <= 5'd1;
				else
					bit_cntr <= 5'd0;
	reg			[15:0]			shift_data;
	always @ (negedge i_clk)
		shift_data <= {shift_data[14:0], i_d};
	reg			[15:0]			out_data;
	reg			[0:0]			out_vld;
	always @ (negedge i_clk) begin
		out_vld <= 1'b0;
		if(bit_cntr[4]) begin
			out_data <= {shift_data[14:0], i_d};
			out_vld <= 1'b1;
		end
	end
	assign o_data = {shift_data[14:0], i_d};
	assign o_vld = bit_cntr[4];
endmodule
```

## design/flow/run.sh

```bash
#!/bin/bash
# OpenROAD 26Q1-2900-gdf79404cd8, Yosys 0.63+post, stock flow scripts
make -C /OpenROAD-flow-scripts/flow DESIGN_CONFIG=/design/flow/config.mk WORK_HOME=/design/flow/orfs finish
```

## design/flow/config.mk

```make
export PLATFORM = sky130hd
export DESIGN_NAME = rcvr
export DESIGN_NICKNAME = rcvr
export VERILOG_FILES = /design/flow/design.v
export SDC_FILE = /design/flow/constraint.sdc
export NUM_CORES = 4
export LEC_CHECK = 1
export CORE_AREA = 10 10 84 84
export DIE_AREA = 0 0 94 94
```

## design/flow/constraint.sdc

```tcl
current_design rcvr

set clk_period 1.7
set clk_io_pct 0.2

create_clock -name clk0 -period $clk_period [get_ports {i_clk}]

set non_clock_inputs [all_inputs -no_clocks]
set_input_delay [expr $clk_period * $clk_io_pct] -clock clk0 $non_clock_inputs
set_output_delay [expr $clk_period * $clk_io_pct] -clock clk0 [all_outputs]
```

==> summary.txt <==
WL/cell -> 7.75 um
Largest net degree at the start of global routing -> 12
Main area contributors -> dfxtp_1 (57%), dfrtn_1 (24%), mux2_4 (2.9%)
CTS tree -> done
RSZ-0062 raised after global routing -> yes
Leak -> 0.427 nW
Worst path slowest cell -> dfrtn_1
WL met2 -> 417 um
Initial DRC count -> 4
Max VDD drop -> 0.453 mV
Cell count in the Yosys report -> 33
Antenna violations before repair -> 0
Synthesized area -> 523 um^2
Hold/Removal Path Class -> register to register
Clock Sink Count -> 20
Width of the die -> 94 um
Chip Height -> 94 um
Max-cap violation count -> 0
Layout cells sized above 1 -> 0.528
First-pass GRT wire length -> 1860 um
Core Area -> 5200 um^2
Register Area -> 443 um^2
Worst Setup Path Type -> register to output pin
I/O Buffers -> 20
Post-route setup slack -> -0.251 ns
Post-Syn Area per Cell -> 15.8 um^2
# rows -> 26
Worst endpoint data arrival time -> 1.61 ns
Met3 routed WL -> 178 um
Yosys top cell by area -> dfxtp_1
M1 WL -> 457 um
OpenROAD warning count -> 42
Antenna Cells -> 0
Area delta synth->final -> 63.9%
Top-area cell share -> 0.574
Worst-path maximum fanout -> 2
Initial core utilization -> 0.100
CP Cell Sequence -> buf_2
Warnings from Yosys -> 1
Drt total wl -> 1100 um
Failing checks -> setup timing
CP delay by family, top -> flip-flops
WP data required -> 1.36 ns
Worst-margin pin slew -> 0.221 ns
Setup_tns -> -3.45 ns
Vias in the first global route -> 422
Die Area -> 8840 um^2
Chip Area, Yosys -> 523 um^2
DRC -> 0
Max clock buf depth -> 2
Max incr delay on CP -> 0.40 ns
Power Total -> 1.25 mW
Status -> finished, violations left
Vias per Instance -> 2.59
Crit path launch type -> register
Crit path capture type -> output pin
Clock slew at reported path FFs -> 0.05 ns
HPWL Detailed -> 850 um
Grt ovf -> 0
Vias -> 368
CTS H-tree depth -> 1
Seq share, synth -> 0.813
Clk_skew -> 0.00816 ns
Syn Inst Count -> 33
Post-CTS Hold Buffers -> 0
All-Layer GR Usage -> 0.0254
Pwr per Cell Area -> 1460 nW/um^2
Netlist cell types -> 12
CP bufs+invs -> 1
GPL Wtd Cong -> 0.667
Top Layout Cells -> inv_1 (16), buf_2 (16), dfxtp_2 (14)
Iteration tally of the first detailed-router pass -> 2
Clk ins delay skew pair -> 0.33 ns
Fill count -> 590
CTS Buf Count -> 3
Post-route ant nets -> 0
Comb area -> 82.6 um^2
Yosys reg bits -> 20
Count of final max-slew check failures -> 0
Final hold violation count -> 0
Max_slew headroom -> 0.852
Highest layer used for signal routing -> met4
IO Count -> 21
Final setup fails -> 16
CTS root buf -> clkbuf_8
through the flow:
stage               utilization  cells  area [um^2]  setup slack [ns]  hold WS (ns)
finish                    0.165    142          857            -0.251         0.334
global route              0.165    142          857            -0.288         0.323
floorplan                     -     33          523            0.0599         0.310
detailed placement        0.156    123          811            -0.344         0.336
CTS                       0.163    141          850            -0.267         0.335
global placement          0.156    123          811            -0.342         0.336
cell families (layout without fill, tap and decap cells):
group | after synthesis | count (layout) | share of synthesized area
flip-flops | 20 | 20 | 0.813
AND/OR/NAND/NOR | 6 | 6 | 0.0694
buffers and inverters | 3 | 42 | 0.0287
multiplexers | 2 | 2 | 0.0478
adder cells (fa/ha/maj) | 1 | 1 | 0.0239
XOR/XNOR | 1 | 1 | 0.0167
sequential cells by signal, summed over array words and instances, names as in the netlist:
name,cells
shift_data,15
bit_cntr,5
cells in the mapped netlist:
library cell  number
dfrtn_1            5
mux2_4             1
nor2b_1            2
buf_4              1
inv_1              2
nor2_1             2
dfxtp_1           15
ha_1               1
xnor2_1            1
mux2i_1            1
and4b_2            1
nand3_1            1
timing repair:
item | in CTS | in global routing
gates resized | 62 | 0
setup endpoints to repair | 16 | 16
buffers inserted | 0 | 1
layer usage:
metal,vias to the layer above,GRT usage
met2,23,0.0300
met5,-,0
met3,2,0.0242
met4,0,0.0152
li1,182,-
met1,161,0.0283
power by group:
part,switching (mW),internal [mW]
Combinational,0.0704,0.122
Clock,0.226,0.229
Sequential,0.0446,0.558
final cells by class:
class | instances | share of cell area
clock buffers | 4 | 0.0569
clock inverters | 15 | 0.0657
inverters | 1 | 0.00438
multi-input cells | 10 | 0.0964
well taps | 70 | 0.102
flip-flops and latches | 20 | 0.517
repair buffers | 22 | 0.158
final timing paths:
path,startpoint,end,slack [ns],depth (start not counted)
hold / removal,shift_data[12]$_DFF_N_,shift_data[13]$_DFF_N_,0.33,0
hold reg to reg,shift_data[12]$_DFF_N_,shift_data[13]$_DFF_N_,0.33,0
min in group asynchronous,rst_n,bit_cntr[3]$_DFF_NN0_,1.02,1
max in group asynchronous,rst_n,bit_cntr[1]$_DFF_NN0_,0.46,1
setup / recovery,bit_cntr[4]$_DFF_NN0_,o_vld,-0.25,1
setup reg to reg,bit_cntr[4]$_DFF_NN0_,bit_cntr[3]$_DFF_NN0_,0.61,4
Power is estimated from default activity; no workload was simulated.
